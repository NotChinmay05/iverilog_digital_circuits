### design/flow/config.mk
export PLATFORM = sky130hd
export DESIGN_NAME = comparator4
export DESIGN_NICKNAME = comparator4
export VERILOG_FILES = /design/flow/design.v
export SDC_FILE = /design/flow/constraint.sdc
export NUM_CORES = 4
export LEC_CHECK = 1
export CORE_AREA = 10 10 70 70
export DIE_AREA = 0 0 80 80
### design/flow/constraint.sdc
current_design comparator4

set clk_period 2.0
set clk_io_pct 0.2

create_clock -name clk0 -period $clk_period

set non_clock_inputs [all_inputs -no_clocks]
set_input_delay [expr $clk_period * $clk_io_pct] -clock clk0 $non_clock_inputs
set_output_delay [expr $clk_period * $clk_io_pct] -clock clk0 [all_outputs]
### design/flow/design.v
module comparator4 (
    input  [3:0] A,
    input  [3:0] B,
    output       gt,
    output       lt,
    output       eq
);
    assign gt = (A > B);
    assign lt = (A == B);
    assign eq = (A == B);
endmodule
### design/flow/run.sh
#!/bin/bash
# OpenROAD 26Q1-2900-gdf79404cd8, Yosys 0.63+post, stock flow scripts
make -C /OpenROAD-flow-scripts/flow DESIGN_CONFIG=/design/flow/config.mk WORK_HOME=/design/flow/orfs finish
==> summary.txt <==
Critical Path End Type: output port
Layout Utilization: 0.0923
# DRC: 0
Yosys warning tally: 0
Sw frac: 0.373
Final-report hold violation count: 0
Setup_tns: 0 ns
Power Density: 168 nW/um2
Num rows: 21
Initial drt markers: 0
Chip width: 80 um
Reg power frac: 0
Endpoints failing setup: 0
Io pins: 11
Hold buffers post-CTS: 0
Worst EP arrival: 1.43 ns
Worst-path maximum fanout: 3
Final setup margin: 0.170 ns
Sw power: 0.0198 mW
Reg area: 0 um2
P_leak: 0.143 nW
Tcrit/Tclk final: 0.915
Area of the mapped netlist: 116 um2
Core box area: 3420 um2
YS chip area: 116 um2
Post-synthesis sequential area ratio: 0
Via count: 145
Hold path cells: 5
Worst IR drop on VDD: 0.0199 mV
Syn_area_per_cell: 8.31 um2
Number of global-route vias before repair: 140
Detail Route Antenna Nets: 0
Crit path launch type: primary input
Die area: 6400 um2
DR vias/cell: 1.96
Chip height: 80 um
Layout overhead on the synthesized area: 171%
First-pass GRT wire length: 759 um
RSZ-0062 raised after global routing: no
Min-delay worst type: primary input to output port
Fill cells: 411
Flops: 0
Worst slack, placed: -0.467 ns
Clock buffers: 0
Critical path class: primary input to output port
Initial antenna violation count: 1
Final Critical Period: 1.83 ns
Tool warning count: 32
Slew @ Worst Pin: 0.180 ns
Combinational power share: 1.000
Crit path DRT: 1.60 ns
Hold_ws: 1.45 ns
Wirelength per Cell: 6.89 um
Max-Cap Viols: 0
Final wirelength: 510 um
First-pass DRT Iterations: 1
Port bufs: 11
Fmax: 547 MHz
Fp util: 0.0341
Largest net degree at the start of global routing: 4
Internal power: 0.0333 mW
Post-Syn Instances: 14
GRT overflow: 0
Global placement routability congestion: 0.708
Final count of pins violating max slew: 0
Status: finished clean
Slew headroom: 0.880
Yosys stat cell total: 14
GRT Overall Usage: 0.0150
Layout cells sized above 1: 0.444
Clock network fraction of total power: 0
Synth unique cells: 8
## per-layer routing
layer  up-vias  global-route usage  routed length [um]
li1         75                   -                   -
met1        63              0.0165                 177
met2         7              0.0225                 211
met3         0              0.0136                 122
met4         0                   0                   0
met5         -                   0                   0
## synth_stat cells
| cell | n | share of area |
|---|---|---|
| nor2b_2 | 1 | 0.075 |
| a21oi_1 | 1 | 0.043 |
| and4_1 | 1 | 0.075 |
| o211ai_2 | 1 | 0.11 |
| inv_1 | 4 | 0.13 |
| a21oi_2 | 1 | 0.075 |
| ha_1 | 4 | 0.43 |
| buf_4 | 1 | 0.065 |
## layout make-up
cell class | count | area [um2] | area share
multi-input cells | 9 | 121 | 0.385
inverters | 4 | 15.0 | 0.0476
repair buffers | 14 | 119 | 0.377
well taps | 46 | 57.6 | 0.183
diodes | 1 | 2.50 | 0.00794
## metrics by stage
stage | total power, mW | cell area [um2] | std cells
global placement | 0.0521 | 292 | 72
CTS | 0.0535 | 313 | 73
finish | 0.0530 | 315 | 74
detailed placement | 0.0533 | 292 | 72
global route | 0.0598 | 313 | 73
floorplan | 0.0189 | 116 | 14
## final timing paths
path	endpoint	start	slack, ns
worst max-delay path	gt	A[1]	0.17
worst min-delay path	gt	A[3]	1.45
## critical path: stages
cell	delay, ns
dlygate4sd2_1	0.24
ha_1	0.27
and4_4	0.20
buf_6	0.11
a21oi_2	0.09
buf_2	0.11
## cells in the final DEF, fill, tap and decap left out
master and count:
a21oi_1 1, buf_2 1, inv_2 2, buf_4 2
o211ai_2 1, inv_1 2, ha_4 2, buf_6 1
and4_4 1, a21oi_2 1, nor2b_2 1, diode_2 1
dlygate4sd2_1 10, ha_1 2
## power groups by stage
stage / Combinational (mW) / Sequential, mW / Clock, mW
after global routing: 0.0598 / 0 / 0
final: 0.0530 / 0 / 0.0000000668
after CTS: 0.0535 / 0 / 0
## cells by family after synthesis
family / share of synthesized area
simple gates: 0.151
compound gates: 0.226
fa+ha+maj: 0.430
buf+inv: 0.194
## what timing repair did
| item | 4_1_cts | 5_1_grt |
|---|---|---|
| setup endpoints to repair | 3 | 0 |
| buffers inserted | 1 | 0 |
| gates resized | 19 | 0 |
Power and IR drop assume default switching activity.
